File: ./constraint.sdc
current_design Basys3_button_debouncer

set clk_period 4.4
set clk_io_pct 0.2

create_clock -name clk0 -period $clk_period [get_ports {i_Clk}]

set non_clock_inputs [all_inputs -no_clocks]
set_input_delay [expr $clk_period * $clk_io_pct] -clock clk0 $non_clock_inputs
set_output_delay [expr $clk_period * $clk_io_pct] -clock clk0 [all_outputs]
File: ./config.mk
export PLATFORM = sky130hd
export DESIGN_NAME = Basys3_button_debouncer
export DESIGN_NICKNAME = Basys3_button_debouncer
export VERILOG_FILES = /design/flow/design.v
export SDC_FILE = /design/flow/constraint.sdc
export NUM_CORES = 4
export LEC_CHECK = 1
export CORE_UTILIZATION = 30
File: ./run.sh
#!/bin/bash
# OpenROAD 26Q1-2900-gdf79404cd8, Yosys 0.63+post, stock flow scripts
make -C /OpenROAD-flow-scripts/flow DESIGN_CONFIG=/design/flow/config.mk WORK_HOME=/design/flow/orfs finish
File: ./design.v
module Basys3_button_debouncer 
	(
		input i_Clk,
		input [3:0] i_Buttons,
		output [3:0] o_Buttons
	);
	parameter c_CLK_FREQ = 106470000;
	parameter c_FILTER_MICRO = 5000;
	localparam c_FILTER_CYCLES = c_CLK_FREQ * c_FILTER_MICRO / 1000000;
	integer ValidCount = 0;
	reg [3:0] r_UnstableButtons = 0;
	reg [3:0] r_Buttons = 0;
	always @(posedge(i_Clk)) begin
		if (i_Buttons == r_UnstableButtons) begin
			if (ValidCount < c_FILTER_CYCLES) begin
				ValidCount <= ValidCount + 1;
			end else begin
				ValidCount <= 0;
				r_Buttons <= i_Buttons;
			end
		end else begin
			ValidCount <= 0;
			r_UnstableButtons <= i_Buttons;
		end
	end
	assign o_Buttons = r_Buttons;
endmodule
==> flow_summary_export.csv <==
group,metric,value,unit
status,status,"completed",
cells_and_area,fin_util,0.365,
grt,overflow,0,
synth,syn_area_per_cell,9.77,um^2
worst_setup_path,critPathMaxStageDelay,520,ps
detailed_routing,postRouteAntennaNets,0,
worst_setup_path,end_kind,"register",
floorplan,dieWidth,79.6,um
synth,synth_area_leader_cell,"dfxtp_1",
final_timing,clock-skew-final,4.63,ps
clocking,hold_buffers,0,
worst_setup_path,arrival,2440,ps
final_timing,layout_min_cycle_time,2480,ps
synth,yosysMostFrequentCell,"dfxtp_1",
place,place_congestion,0.757,
cells_and_area,final-comb-area,855,um^2
clocking,htreeDepth,2,
clocking,cts-root-buf,"clkbuf_8",
min_path,holdPathEnd,"ValidCount[30]",
worst_setup_path,r2r-start,"ValidCount[0]",
detailed_routing,drc,0,
pwr,ir_drop,0.000215,V
place,place_hpwl,2050,um
worst_setup_path,crit_buf_inv,1,
synth,ys.flop_type,"dfxtp_1",
min_path,hp-class,"reg2reg",
cells_and_area,seqCellArea,881,um^2
detailed_routing,wl,3290,um
final_timing,timing.fmax,0.403,GHz
worst_setup_path,cp-start-kind,"input pin",
job,warnings,25,
synth,ys_ff,40,
floorplan,die_h,79.6,um
synth,synth_chip_area,1810,um^2
floorplan,fp_util,0.320,
final_timing,finalHoldViolCount,0,
detailed_routing,antennaDiodeCount,0,
pwr,power_density,337,nW/um^2
min_path,min_from,"ValidCount[30]",
final_timing,finalClockPeriodUsage,0.564,
clocking,cts_buffer_depth,2,
grt,grt_pass1_wl,5790,um
place,post-place-ws,1610,ps
place,portBuffers,8,
worst_setup_path,critPathRequiredTime,4360,ps
worst_setup_path,reg2reg_depth,5,
clocking,worstSkewPairLatency,290,ps
floorplan,rows,27,
detailed_routing,num_vias,1394,
worst_setup_path,r2r_end,"ValidCount[26]",
final_timing,max_slew_margin,0.644,
worst_setup_path,crit_cells,4,
detailed_routing,routedWlPerCell,12.4,um
cells_and_area,fill_cells,573,
clocking,cts_sinks,40,
synth,synth-cells-yosys,185,
clocking,cts_buffers,5,
detailed_routing,dr.pass1.iters,4,
grt,grt_max_degree,33,
worst_setup_path,path_cells,"clkdlybuf4s50_1, xnor2_1, nand4_1, nor2b_1",
grt,first_global_vias,1299,
synth,async_flop_share,0,
floorplan,chipArea,6340,um^2
worst_setup_path,crit_type,"in2reg",
synth,edf_count,8,
floorplan,coreArea,5640,um^2
cells_and_area,drive_above_1_share,0.0881,
grt,grt_usage,0.117,
final_timing,tightest_slew,532,ps
clocking,cts_setup_buffers,0,
final_timing,slew_viol_final,0,
worst_setup_path,crit_family,"simple AND/OR/NAND/NOR gates",
grt,antenna_found_initial,0,
synth,top_area_frac,0.354,
cells_and_area,syn2layout_area_growth,13.8,%
worst_setup_path,crit_fanout,12,
final_timing,finalSetupTns,0,ps
worst_setup_path,rrSetupSlack,1940,ps
clocking,cts_resized,0,
worst_setup_path,worst_path_max_delay_cell,"clkdlybuf4s50_1",
final_timing,rsz0062_at_grt,"false",
final_timing,fin_ws,1920,ps
synth,yosys_warnings,1,
detailed_routing,avgViaCountPerCell,5.26,
job,cap_violations,0,
final_timing,finalSetupViolCount,0,
synth,synthTopCellsByCount,"32 x dfxtp_1, 19 x nor3_1, 14 x a211oi_1, 14 x xnor2_1",
synth,topCellsByArea,"dfxtp_1 35%, edfxtp_1 13%, xnor2_1 6.8%",
pwr,leakage,0.522,nW
min_path,hold_depth,2,
synth,synthCells,185,
floorplan,ios,9,
synth,ys_seq_frac,0.487,
detailed_routing,drtIter0Drc,48,
synth,synth_cell_type_count,30,
synth,synth.cell_area,1810,um^2
clocking,clkTransAtPathRegs,70,ps
clocking,cts_tree,"yes",
## logic make-up after synthesis
family	after synthesis	synth area share
xor gates and xnor gates	17	0.0824
buffers and inverters	17	0.0450
DFF	40	0.487
adders and majority gates	1	0.00692
and+or+nand+nor	77	0.244
AOI/OAI and AO/OA	33	0.135
## per-layer routing
metal	vias to the layer above	track usage	routed length [um]
met5	-	0	0
met4	0	0.0182	40
met3	2	0.0302	105
met2	18	0.177	1420
met1	658	0.174	1730
li1	716	-	-
## stage by stage
| step | hold WS, ps | std cells | cell area (um^2) | power [W] |
|---|---|---|---|---|
| floorplan | 452 | 185 | 1810 | 0.000400 |
| global placement | 472 | 257 | 1950 | 0.000410 |
| detailed placement | 478 | 257 | 1950 | 0.000410 |
| CTS | 491 | 265 | 2060 | 0.000706 |
| global route | 523 | 265 | 2060 | 0.000724 |
| finish | 488 | 265 | 2060 | 0.000694 |
## how the worst max path moves through the flow
stage | startpoint | end
4_1_cts | i_Buttons[0] | r_Buttons[1]
5_1_grt | i_Buttons[3] | ValidCount[29]
6_report | i_Buttons[0] | r_Buttons[3]
## registers in the layout (all words and copies together) (netlist names)
| signal | cells |
|---|---|
| ValidCount | 32 |
| r_Buttons | 4 |
| r_UnstableButtons | 4 |
## layout by cell type (no fill, tap or decap), types with 2 or more instances in the layout
| cell type | instances |
|---|---|
| a211oi_1 | 14 |
| a211oi_2 | 2 |
| and3_1 | 2 |
| buf_4 | 2 |
| clkbuf_8 | 5 |
| clkdlybuf4s50_1 | 8 |
| dfxtp_1 | 32 |
| edfxtp_1 | 8 |
| inv_1 | 7 |
| nand2_1 | 10 |
| nand3_1 | 9 |
| nand4_1 | 8 |
| nor2_1 | 3 |
| nor3_1 | 19 |
| nor4_1 | 2 |
| o21ai_0 | 9 |
| o31ai_1 | 6 |
| or3_1 | 10 |
| or4_1 | 9 |
| xnor2_1 | 14 |
| xor2_1 | 3 |
## worst register-to-register path, stage by stage (launching register included)
cell and delay, ps:
dfxtp_1 390, ha_1 240, nand4_2 180, or4_1 830, or4_1 500, a211oi_1 240
## layout make-up
| type | instances | area share |
|---|---|---|
| clock buffers | 5 | 0.0334 |
| clock inverters | 3 | 0.0207 |
| inverters | 7 | 0.0128 |
| multi-input cells | 128 | 0.415 |
| flip-flops and latches | 40 | 0.428 |
| well taps | 72 | 0.0438 |
| repair buffers | 10 | 0.0462 |
## where the power goes
part,switching (W),total [W],internal [W]
combinational,0.0000112,0.0000206,0.00000939
clock,0.000125,0.000293,0.000168
sequential,0.00000186,0.000381,0.000379
total,0.000138,0.000694,0.000556
Power and IR drop assume default switching activity.
