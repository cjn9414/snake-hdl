===== flow/config.mk =====
export PLATFORM = sky130hd
export DESIGN_NAME = snake_scoreboard
export DESIGN_NICKNAME = snake_scoreboard
export VERILOG_FILES = /design/flow/design.v
export SDC_FILE = /design/flow/constraint.sdc
export NUM_CORES = 4
export LEC_CHECK = 1
export CORE_AREA = 10 10 70 70
export DIE_AREA = 0 0 80 80

===== flow/constraint.sdc =====
current_design snake_scoreboard

set clk_period 2.8
set clk_io_pct 0.2

create_clock -name clk0 -period $clk_period [get_ports {i_Clk}]

set non_clock_inputs [all_inputs -no_clocks]
set_input_delay [expr $clk_period * $clk_io_pct] -clock clk0 $non_clock_inputs
set_output_delay [expr $clk_period * $clk_io_pct] -clock clk0 [all_outputs]

===== flow/design.v =====
module snake_scoreboard 
	(
		i_Clk,
		i_Score,
		o_ScoreDisplay,
		o_SegmentSelect
	);
	parameter SCORE_WIDTH = 16;
	input wire i_Clk;
	input wire [SCORE_WIDTH-1:0] i_Score;
	output reg [6:0] o_ScoreDisplay;
	output reg [3:0] o_SegmentSelect;
	localparam c_RESET_SR = 4'b1110;
	reg [3:0] r_Selected_Segment = 4'b0000;  
	reg [1:0] r_SegCounter = 2'b00;
	integer r_Score;
	localparam SS_0 = 7'b0000001;
	localparam SS_1 = 7'b1001111;
	localparam SS_2 = 7'b0010010;
	localparam SS_3 = 7'b0000110;
	localparam SS_4 = 7'b1001100;
	localparam SS_5 = 7'b0100100;
	localparam SS_6 = 7'b0100000;
	localparam SS_7 = 7'b0001111;
	localparam SS_8 = 7'b0000000;
	localparam SS_9 = 7'b0000100;
	always @ (posedge(i_Clk)) begin
		r_SegCounter <= r_SegCounter + 1;
	end
	always @* begin  
		case (r_SegCounter)
			2'b11 : begin
				r_Selected_Segment <= i_Score[15:12];
				o_SegmentSelect <= 4'b0111;
				end
			2'b10 : begin
				r_Selected_Segment <= i_Score[11:8];
				o_SegmentSelect <= 4'b1011;
				end
			2'b01 : begin
				r_Selected_Segment <= i_Score[7:4];
				o_SegmentSelect <= 4'b1101;
				end
			default : begin
				r_Selected_Segment <= i_Score[3:0];
				o_SegmentSelect <= 4'b1110;
				end
		endcase
	end
	always @* begin  
		case (r_Selected_Segment)
			4'd0: o_ScoreDisplay = SS_0;
			4'd1: o_ScoreDisplay = SS_1;
			4'd2: o_ScoreDisplay = SS_2;
			4'd3: o_ScoreDisplay = SS_3;
			4'd4: o_ScoreDisplay = SS_4;
			4'd5: o_ScoreDisplay = SS_5;
			4'd6: o_ScoreDisplay = SS_6;
			4'd7: o_ScoreDisplay = SS_7;
			4'd8: o_ScoreDisplay = SS_8;
			default: o_ScoreDisplay = SS_9;
		 endcase
	end
endmodule

===== flow/run.sh =====
#!/bin/bash
# OpenROAD 26Q1-2900-gdf79404cd8, Yosys 0.63+post, stock flow scripts
make -C /OpenROAD-flow-scripts/flow DESIGN_CONFIG=/design/flow/config.mk WORK_HOME=/design/flow/orfs finish

==> impl_metrics.tcl <==
# place-and-route summary
set metrics [dict create \
    status "finished clean" \
    remaining_drc_errors 0 \
    rr_worst_depth 2 \
    netlist_instances 44 \
    power.density_mw_per_mm2 147.1 \
    max_freq_mhz 369.0 \
    clk_pin_slew_ns 0.03 \
    syn_area_um2 357.8 \
    tritoncts "built" \
    maxCapViolations 0 \
    cts_buffers 3 \
    rsz0062_at_grt "true" \
    finalSetupViolCount 0 \
    slew_violations 0 \
    dp_hpwl_um 1168 \
    cp_max_fo 3 \
    initial_utilization_pct 10.48 \
    hold_slack_ns 0.4641 \
    worstSetupEndpointType "primary output" \
    final-hold-violation-count 0 \
    grt_max_degree 9 \
    drive_above_1_share_pct 45.24 \
    start_kind "input pin" \
    yosys-stat-area_um2 357.8 \
    syn_avg_cell_area_um2 8.133 \
    grt_pass1_vias 499 \
    fp-row-count 21 \
    largest_reg_flops 2 \
    place_congestion 0.7253 \
    power.total_uw 121.8 \
    rrSetupSlack_ns 1.99 \
    ys.flops 2 \
    cts.path.max_buffers 2 \
    top_regs "r_SegCounter: 2 flops" \
    antenna_found_initial 0 \
    finalCritPeriodShare_pct 96.79 \
    warnings 33 \
    skew_ns 0.004073 \
    die_h_um 80 \
    largest_register "r_SegCounter" \
    grt_first_pass_wirelength_um 2139 \
    place_area_um2 723.2 \
    maxSlewHeadroom_pct 68.68 \
    ys_cells 44 \
    holdCritPathClass "reg2reg" \
    coreArea_mm2 0.003416 \
    antenna-diode-count 0 \
    worst_slew_pin_slew_ns 0.4670 \
    synth_cell_type_count 16 \
    worstPathRequired_ns 2.24 \
    clk-insertion-delay-late_ns 0.22 \
    firstDrtPassIters 4 \
    num-fill-cells 375 \
    drtIter0Drc 29 \
    grt.total_usage_pct 4.070 \
    chipArea_mm2 0.006400 \
    fin_tns_setup_ns 0 \
    layout_min_cycle_time_ns 2.710 \
    yosys_warnings 1 \
    gr-total-overflow 0 \
    ir_drop_mv 0.2646 \
    totalWireLength_um 1405 \
    hold_depth 1 \
    root_buffer "clkbuf_4" \
    vias_per_cell 3.515 \
    wl_per_cell_um 10.81 \
    io_buffers 27 \
    layout.cells.non_filler 130 \
    power.leakage_uw 0.0003728 \
    cts.sink_count 2 \
    syn_to_final_growth_pct 131.5 \
    vias 457 \
    yosysSeqAreaShare_pct 11.19 \
    drtAntennaViolNets 0 \
    h-tree-depth 1 \
    ios 28 \
    crit_type "in2out" \
    fin_area_um2 828.3 \
    cp_data_arrival_time_ns 2.15 \
    placed_cells 122 \
    fp.dieW_um 80 \
]
layout make-up:
type / count / area [um2] / area share [%]
Clock buffer: 3 / 22.52 / 2.719
Inverter: 10 / 37.54 / 4.532
Multi-Input combinational cell: 32 / 342.8 / 41.39
Sequential cell: 2 / 40.04 / 4.834
Tap cell: 46 / 57.56 / 6.949
Timing Repair Buffer: 37 / 327.8 / 39.58
cell families (layout without fill, tap and decap cells):
group                      Yosys count  after routing  share of synthesized area (%)
AOI/OAI and AO/OA                   12             12                          29.02
adders and majority gates            8              8                          27.97
buffers and inverters               10             50                          10.49
DFF                                  2              2                          11.19
muxes                                3              3                          8.392
and+or+nand+nor                      9              9                          12.94
metrics by stage:
step / setup WS, ns / utilization, %
global route: -0.01954 / 24.25
detailed placement: -0.2964 / 21.17
floorplan: 0.6936 / -
CTS: -0.1633 / 22.49
global placement: -0.2959 / 21.17
finish: 0.08986 / 24.25
timing repair:
item                                    in CTS  in global routing
hold buffers                                 0                  0
pin swaps                                    8                 11
setup buffers                                1                  4
resized                                     15                 22
endpoints found under the setup margin       7                  7
hold endpoints to repair                     0                  0
cloned                                       0                  0
cells in the final DEF, fill, tap and decap left out:
| master | n |
|---|---|
| a222oi_1 | 3 |
| clkbuf_2 | 5 |
| mux2i_1 | 3 |
| a211oi_2 | 2 |
| nor2_2 | 1 |
| ha_2 | 5 |
| dfxtp_1 | 2 |
| o2bb2ai_2 | 1 |
| nor2b_1 | 2 |
| dlymetal6s2s_1 | 3 |
| a22oi_2 | 1 |
| clkdlybuf4s15_1 | 1 |
| a21oi_2 | 3 |
| buf_4 | 10 |
| clkbuf_4 | 3 |
| a22oi_1 | 1 |
| clkdlybuf4s50_1 | 18 |
| ha_1 | 1 |
| nor2_1 | 4 |
| ha_4 | 2 |
| a21oi_1 | 1 |
| nor3_2 | 1 |
| and3b_2 | 1 |
| inv_2 | 3 |
| inv_1 | 7 |
where the power goes:
| group | switching [uW] | total, uW | internal (uW) |
|---|---|---|---|
| registers | 0 | 28.7 | 28.7 |
| clock network | 14.7 | 61.8 | 47.1 |
| logic | 8.27 | 31.3 | 23.0 |
final timing paths:
check | end | startpoint
setup / recovery | o_ScoreDisplay[2] | i_Score[13]
hold / removal | r_SegCounter[0] | r_SegCounter[0]
setup reg to reg | r_SegCounter[1] | r_SegCounter[0]
hold reg to reg | r_SegCounter[0] | r_SegCounter[0]
cell usage after synthesis:
cell	count	area (um2)
dfxtp_1	2	40.04
a21oi_2	1	8.760
inv_2	1	3.750
a211oi_1	2	15.01
a22oi_1	1	7.510
nor3_1	1	5.000
a22oi_2	1	12.51
o2bb2ai_2	1	15.01
mux2i_1	3	30.03
a222oi_1	3	30.03
a21oi_1	3	15.01
nor2_1	5	18.77
inv_1	9	33.78
nor2b_1	2	12.51
and3b_2	1	10.01
ha_1	8	100.1
worst max-delay path, cell delays in order:
cell	delay, ns
clkdlybuf4s50_1	0.40
a222oi_1	0.34
a21oi_2	0.13
buf_4	0.14
buf_4	0.14
ha_4	0.15
a22oi_2	0.17
clkbuf_2	0.12
metal layers:
| metal | routed length (um) | vias to the layer above | share of wire, % | track usage [%] |
|---|---|---|---|---|
| met1 | 744 | 193 | 53 | 5.629 |
| met4 | 0 | 0 | 0 | 0.3521 |
| met2 | 409 | 28 | 29 | 4.334 |
| met5 | 0 | - | 0 | 0 |
| li1 | - | 236 | - | - |
| met3 | 251 | 0 | 18 | 3.977 |
Power and IR drop assume default switching activity.
